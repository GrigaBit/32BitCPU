### /design/flow/run.sh
#!/bin/bash
# OpenROAD 26Q1-2900-gdf79404cd8, Yosys 0.63+post, stock flow scripts
make -C /OpenROAD-flow-scripts/flow DESIGN_CONFIG=/design/flow/config.mk WORK_HOME=/design/flow/orfs finish
### /design/flow/config.mk
export PLATFORM = sky130hd
export DESIGN_NAME = dmem
export DESIGN_NICKNAME = dmem
export VERILOG_FILES = /design/flow/design.v
export SDC_FILE = /design/flow/constraint.sdc
export NUM_CORES = 4
export LEC_CHECK = 1
export CORE_UTILIZATION = 30
### /design/flow/constraint.sdc
current_design dmem

set clk_period 40.2
set clk_io_pct 0.2

create_clock -name clk0 -period $clk_period [get_ports {clk}]

set non_clock_inputs [all_inputs -no_clocks]
set_input_delay [expr $clk_period * $clk_io_pct] -clock clk0 $non_clock_inputs
set_output_delay [expr $clk_period * $clk_io_pct] -clock clk0 [all_outputs]
### /design/flow/design.v
module dmem(input  clk, we,
			input  [31:0] a, wd,
			output wire [31:0] rd
);
reg [31:0] RAM[63:0];
assign rd = RAM[a[31:2]];
always@(posedge clk)
	if (we) RAM[a[31:2]] <= wd;
endmodule
==> results.py <==
# Auto-generated metrics
metrics = {
    "floorplan": {
        "fp_util_pct": 30.2,
        "dieArea_um2": 263000,
        "die_width_um": 513,
        "coreArea_um2": 259000,
        "die_y_um": 513,
        "rows": 187,
        "io_pins": 98,
    },
    "yosys": {
        "numSynthFlops": 2048,
        "syn-cell-area_um2": 78300,
        "synth_top_area_share_pct": 78.6,
        "top_area_cell": "edfxtp_1",
        "avgSynthCellArea_um2": 18.6,
        "ff_type": "edfxtp_1",
        "yosys_cells": 4207,
        "synth_cell_types": 55,
        "ys_area_um2": 78300,
        "yosys_warnings": 1,
        "syn_inst": 4207,
        "area_leaders": "edfxtp_1, mux2i_1, mux4_2",
        "edf_count": 2048,
        "yosysSeqAreaShare_pct": 78.6,
        "async_flop_share_pct": 0,
    },
    "power": {
        "clkPwrFrac_pct": 39.6,
        "powerDensity_nw_per_um2": 48.0,
        "total_power_mw": 4.30,
        "switchingPower_mw": 0.916,
        "p_int_mw": 3.39,
        "swShare_pct": 21.3,
        "p_comb_share_pct": 5.4,
        "p_leak_nw": 28.0,
        "seqPwrFrac_pct": 55.0,
        "ir_drop_mv": 0.0415,
    },
    "setup_path": {
        "critPathRequiredTime_ns": 32.16,
        "crit_path_start_kind": "input port",
        "arrival_ns": 13.13,
        "cp_max_fo": 56,
        "critPathKind": "in -> out",
        "cp-end-kind": "output pin",
    },
    "finish": {
        "largest_reg_flops": 2048,
        "area_growth_pct": 14.5,
        "lay_top_count": "edfxtp_1",
        "drive_gt1_share_pct": 17.8,
        "lay_top_cells": "edfxtp_1, mux2i_1, buf_4, clkbuf_16, a22oi_1",
    },
    "route": {
        "dr.first_iter.drc_count": 2946,
        "wl_met1_mm": 71.1,
        "drt_first_pass_iters": 6,
        "ant_nets": 0,
        "routed.top_layer": "met5",
        "vias": 41400,
        "drc_errors": 0,
        "routed_wl_mm": 208,
        "vias_per_cell": 5.24,
        "antenna_cells": 0,
        "dr_wl_met2_mm": 95.8,
        "wl_met3_mm": 33.7,
        "wl_per_cell_um": 26.3,
    },
    "clock_network": {
        "cts-resized-gates": 0,
        "cts.sinks": 2048,
        "cts_buffer_depth": 3,
        "cts_max_level": 4,
        "cts_tree": "built",
        "hold_buffers": 0,
        "cts_inserted_buffers": 188,
        "cts-root-buf": "clkbuf_16",
        "post_cts_buffers": 0,
        "clk_pin_slew_worst_paths_ns": 0.06,
    },
    "flow_run": {
        "warnings": 52,
        "maxCapViolCount": 0,
    },
    "sta": {
        "finalClockPeriodUsage_pct": 52.7,
        "max_slew_margin_pct": 28.4,
        "period_needed_ns": 21.17,
        "fin_tns_setup_ns": 0,
        "clock.fmax_mhz": 47.2,
        "tightest_slew_ns": 1.05,
        "rsz0062_at_grt": "false",
        "hold_viol": 0,
        "setup_viol": 0,
        "slew_violations": 0,
    },
    "outcome": {
        "status": "complete, no violations",
    },
    "hold_path": {
        "hold_path_class": "in -> reg",
    },
    "place": {
        "place_congestion": 0.866,
        "portBuffers": 71,
        "dpl.hpwl_mm": 116,
    },
    "grt": {
        "antenna_found_initial": 5,
        "grt_pass1_vias": 43900,
        "grt_use_total_pct": 16.9,
        "grt_max_degree": 73,
        "overflow": 0,
        "grt_pass1_wl_mm": 302,
    },
}
-- power by group through the flow --
stage,Combinational [mW],Sequential [mW],Clock [mW]
after CTS,0.236,2.37,1.73
after global routing,0.251,2.37,1.82
final,0.233,2.37,1.70
-- worst max-delay path, cell delays in order --
cell,delay (ns)
buf_8,0.33
buf_4,0.60
buf_4,0.68
nor2b_4,0.59
buf_4,0.68
a221oi_1,0.23
o22a_1,0.36
o22ai_1,0.66
or4_1,0.31
clkdlybuf4s50_1,0.49
-- area by class of cell --
| type | count | area [um^2] |
|---|---|---|
| Timing Repair Buffer | 264 | 2010 |
| Fill cell | 23700 | 170000 |
| Sequential cell | 2048 | 61500 |
| Multi-Input combinational cell | 1859 | 16000 |
| Tap cell | 3402 | 4260 |
| Inverter | 2 | 15.0 |
| Clock inverter | 98 | 810 |
| Clock buffer | 235 | 4970 |
-- synthesized netlist by cell type, types with 6 or more instances --
| cell type | number |
|---|---|
| a221oi_1 | 175 |
| nand3_1 | 54 |
| o22ai_1 | 93 |
| o221ai_1 | 6 |
| o2bb2ai_1 | 15 |
| clkbuf_1 | 168 |
| a221o_1 | 15 |
| mux2i_1 | 259 |
| nor2b_1 | 8 |
| nor4_1 | 14 |
| o22a_1 | 70 |
| nand2b_1 | 18 |
| nor3_1 | 22 |
| a22oi_1 | 188 |
| a31oi_1 | 43 |
| and3_1 | 85 |
| a22o_1 | 66 |
| mux2_2 | 147 |
| nand2_1 | 28 |
| a21oi_1 | 121 |
| a2111oi_0 | 15 |
| buf_2 | 83 |
| edfxtp_1 | 2048 |
| o21ai_0 | 84 |
| a222oi_1 | 16 |
| buf_4 | 8 |
| buf_1 | 33 |
| mux4_2 | 96 |
| or4b_1 | 14 |
| a211oi_1 | 17 |
| nor2_1 | 145 |
| or4_1 | 15 |
-- final timing paths --
check | cells past startpoint | to | startpoint | slack (ns)
hold / removal | 1 | RAM[62][24]$_DFFE_PP_ | wd[24] | 7.45
setup / recovery | 10 | rd[21] | a[4] | 19.03
-- kinds of logic (layout without fill, tap and decap cells) --
logic type             Yosys count  after routing  synth area share (%)
AND-OR/OR-AND                  933            933                  8.73
buffers and inverters          300            599                  1.70
flip-flops                    2048           2048                  78.6
multiplexers                   502            502                  8.19
AND/OR/NAND/NOR                424            424                  2.83
-- per-layer routing --
metal / track usage (%) / vias up
li1: - / 17900
met1: 19.3 / 20700
met2: 25.2 / 2456
met3: 12.3 / 371
met4: 4.82 / 14
met5: 1.13 / -
-- metrics by stage --
stage                     utilization [%]  instances  setup WS, ns  area, um^2  hold slack [ns]
after floorplan                         -       4207         22.01       78300             8.14
after global placement               32.3       7575         19.08       83800             8.29
after detailed placement             32.3       7575         19.06       83800             8.27
after CTS                            34.5       7908         19.05       89600             7.40
after global routing                 34.5       7908         18.91       89600             7.41
final                                34.5       7908         19.03       89600             7.45
Power is estimated from default activity; no workload was simulated.
