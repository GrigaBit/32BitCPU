File: /design/flow/design.v
module GPR(
    input [31:0] R15, 
    input [3:0] A1,A2, 
    input clk,
    input [3:0] A3,  
    input [31:0] WD3,  
    output reg [31:0] RD1,RD2, 
    input [1:0] WE3 
);
    reg [31:0] register[14:0];
    always@(*) begin  
        RD1=(A1==4'b1111)? R15 : register[A1];
        RD2=(A2==4'b1111)? R15 : register[A2];
    end
    always@(posedge clk) begin  
        if(WE3==2'b00) begin
            register[A3]<=WD3; 
        end 
    end
endmodule
File: /design/flow/run.sh
#!/bin/bash
# OpenROAD 26Q1-2900-gdf79404cd8, Yosys 0.63+post, stock flow scripts
make -C /OpenROAD-flow-scripts/flow DESIGN_CONFIG=/design/flow/config.mk WORK_HOME=/design/flow/orfs finish
File: /design/flow/config.mk
export PLATFORM = sky130hd
export DESIGN_NAME = GPR
export DESIGN_NICKNAME = GPR
export VERILOG_FILES = /design/flow/design.v
export SDC_FILE = /design/flow/constraint.sdc
export NUM_CORES = 4
export LEC_CHECK = 1
export CORE_UTILIZATION = 40
File: /design/flow/constraint.sdc
current_design GPR

set clk_period 9.9
set clk_io_pct 0.2

create_clock -name clk0 -period $clk_period [get_ports {clk}]

set non_clock_inputs [all_inputs -no_clocks]
set_input_delay [expr $clk_period * $clk_io_pct] -clock clk0 $non_clock_inputs
set_output_delay [expr $clk_period * $clk_io_pct] -clock clk0 [all_outputs]
==> results.py <==
# Auto-generated metrics
metrics = {
    "clocking": {
        "clkTransAtPathRegs_ns": 0.06,
        "cts_tree": "built",
        "cts_hold_repair.buffers": 0,
        "number_of_buffers_inserted_during_clock_tree_synthesis": 48,
        "clock_sinks": 480,
        "clock_tree.htree_level_count": 2,
        "cts_root_buf": "clkbuf_16",
        "post_cts_resized": 0,
        "cts_post_setup_buffers_inserted": 0,
        "cts-root-to-sink-buffers": 3,
    },
    "placement": {
        "gp_congestion": 0.862,
        "dp_slack_ns": 2.81,
        "placement.io_buffers": 142,
        "hpwlAfterDp_um": 37800,
    },
    "worst_setup_path": {
        "crit_path_end_kind": "primary output",
        "timing.critical_path.mode_cell": "buf_4",
        "startpoint_types": "input pin",
        "critical_path.max_stage_delay_ns": 0.59,
        "cpMaxStageDelayCell": "buf_4",
        "path_max_fanout": 40,
        "critical_path_required_ns": 7.92,
        "worst-endpoint-arrival_ns": 5.06,
        "worstPathCellList": "buf_8, buf_4, buf_4, mux4_2, mux2i_1, or2_2, a31oi_1, clkdlybuf4s50_1",
        "critical_path_class": "in -> out",
    },
    "cells_and_area": {
        "lay_top_count": "edfxtp_1",
        "layout.filler_cells": 4724,
        "lay_top_cells": "edfxtp_1, mux2i_1, mux4_2, clkdlybuf4s50_1, o21ai_0",
        "layout_cell_share_with_drive_strength_beyond_1_pct": 18.5,
        "max_reg_flops": 480,
        "top_register": "register",
        "layout_top_registers": "register (480)",
        "layout-area-overhead-vs-synth_pct": 15.0,
    },
    "die": {
        "core_region_area_sq_um": 56800,
        "fp-row-count": 87,
        "ios": 143,
        "dieWidth_um": 243,
        "initial_core_util_pct": 40.8,
        "die_h_um": 243,
        "total_die_size_sq_um": 59000,
    },
    "final_timing": {
        "finalHoldViolations": 0,
        "fin_setup_tns_ns": 0,
        "worst-slew-pin-transition_ns": 0.872,
        "fmax_mhz": 142,
        "min_period_over_period_pct": 71.1,
        "timing.final.crit_period_ns": 7.04,
        "setup_ws_ns": 2.86,
        "timing.final.setup_violations": 0,
        "rsz0062_at_grt": "no",
        "final_max_slew_viol_count": 0,
        "slew-limit-headroom_pct": 41.5,
    },
    "detailed_routing": {
        "mean_number_of_vias_per_cell": 5.98,
        "initialDrtViolationCount": 820,
        "routed_wirelength_um": 64600,
        "number_of_iterations_in_the_first_detailed_routing_pass": 8,
        "antenna_left": 0,
        "drc_errors": 0,
        "wl_per_cell_um": 27.2,
        "via_count": 14200,
    },
    "logic_synthesis": {
        "synth-async-reset-ratio_pct": 0,
        "top_area_share_pct": 62.1,
        "post-synth-top-area-cell": "edfxtp_1",
        "ys_cells": 1466,
        "seq_area_frac_synth_pct": 62.1,
        "edf_count": 480,
        "flop_cell": "edfxtp_1",
        "synth.distinct_cells": 43,
        "ys_chip_area_sq_um": 23200,
        "yosysWarningCount": 1,
        "most_area_consuming_cells_after_synthesis": "edfxtp_1, mux4_2, mux2i_1",
        "synthCells": 1466,
        "syn_area_sq_um": 23200,
        "synth_flops": 480,
        "synth.avg_cell_area_sq_um": 15.8,
    },
    "pwr": {
        "p_total_mw": 4.41,
        "worst_ir_drop_vdd_uv": 96.9,
        "power.leakage_nw": 8.72,
        "power_density_nw_per_um2": 165,
    },
    "worst_hold_path": {
        "worst_hold_path_type": "in -> reg",
        "hold_depth": 1,
        "hold_path.startpoint": "WD3[18]",
        "min_to": "register[14][18]$_DFFE_PP_",
    },
    "grt": {
        "grt_first_pass_wirelength_um": 96500,
        "largest_net_degree_at_the_start_of_global_routing": 55,
        "track_usage_pct": 24.1,
        "grt_pass1_vias": 15200,
        "grt_antenna_before_repair": 4,
        "gr-total-overflow": 0,
    },
    "job": {
        "tool_warnings": 25,
        "cap_violations": 0,
    },
    "status": {
        "run_status": "finished clean",
    },
}
## report_power, final
| group | internal, mW | leakage [nW] | switching [mW] |
|---|---|---|---|
| registers | 2.26 | 4.32 | 0.00938 |
| logic | 0.207 | 3.69 | 0.244 |
| clock network | 0.956 | 0.704 | 0.735 |
| total | 3.43 | 8.72 | 0.988 |
## worst max-delay path by stage
stage	cells after the start	slack, ns	endpoint	from
finish	8	2.86	RD1[22]	A1[0]
CTS	8	2.79	RD1[22]	A1[0]
global route	8	2.57	RD1[0]	A1[0]
## metal layers
metal | vias up | part of all wire [%] | track usage, %
li1 | 6192 | - | -
met1 | 7110 | 36 | 30.7
met2 | 792 | 47 | 35.9
met3 | 120 | 14 | 15.5
met4 | 4 | 2.8 | 5.40
met5 | - | 0.034 | 0.327
## layout make-up
cell class | instances | area [sq um] | share of cell area [%]
Sequential cell | 480 | 14400 | 54.0
Multi-Input combinational cell | 849 | 8060 | 30.2
Timing Repair Buffer | 188 | 1760 | 6.58
Clock buffer | 62 | 1270 | 4.78
Tap cell | 756 | 946 | 3.54
Clock inverter | 25 | 164 | 0.614
Inverter | 16 | 60.1 | 0.225
Antenna cell | 2 | 5.00 | 0.0188
## kinds of logic after synthesis
logic type | after synthesis | share of synthesized area (%)
flip-flops | 480 | 62.1
multiplexers | 312 | 20.7
AND-OR/OR-AND | 271 | 8.04
AND/OR/NAND/NOR | 266 | 5.47
buffers and inverters | 137 | 3.63
## Yosys cell counts (2+ instances only)
library cell,count
o22a_1,2
a221oi_1,16
mux4_2,134
edfxtp_1,480
buf_4,19
o221ai_1,9
a211oi_1,55
o22ai_1,19
nand3_1,2
a311oi_1,7
o2111ai_1,19
clkbuf_1,46
and2_1,17
buf_1,4
a22oi_1,19
buf_12,7
buf_2,31
inv_1,15
a31oi_1,19
nor2_1,76
nor3_1,40
nand2_1,64
o211ai_1,5
mux2_2,8
a22o_1,2
a211oi_2,6
nor2b_1,27
nand2b_1,14
o21ai_0,88
or2_1,3
mux2i_1,170
buf_6,14
or2_2,19
## worst max-delay path, delay by kind of cell
kind	cells	cell delay, ns
and+or+nand+nor	1	0.30
buffers and inverters	4	2.02
AOI/OAI and AO/OA	1	0.30
muxes	2	0.39
## metrics by stage
step,util [%],hold slack (ns),instances,area [sq um]
6_report,47.0,2.31,2378,26700
5_1_grt,47.0,2.34,2376,26700
4_1_cts,47.0,2.29,2376,26700
3_5_place_dp,44.4,2.89,2289,25200
3_3_place_gp,44.4,2.87,2289,25200
2_1_floorplan,-,2.08,1466,23200
Power figures rest on the tool's default switching activity, not on a simulated workload.
